[/design/flow/design.v]
module mipsE #(parameter WIDTH = 8, REGBITS = 3)
             (input              clk, reset, 
              input  [WIDTH-1:0] memdata, 
              output             memread, memwrite, 
              output [WIDTH-1:0] adr, writedata,
	           input VMemr,SMeml,
	           output VMeml,SMemr
);
   wire [31:0] instr;
   wire        zero, alusrca, memtoreg, iord, pcen, regwrite, regdst;
   wire [1:0]  aluop,pcsource,alusrcb;
   wire [3:0]  irwrite;
   wire [2:0]  alucont;
   controllerE  cont(clk, reset, instr[31:26], zero, memread, memwrite, 
                    alusrca, memtoreg, iord, pcen, regwrite, regdst,
                    pcsource, alusrcb, aluop, irwrite, VI1,SC, VC,SI1);
   alucontrol  ac(aluop, instr[5:0], alucont);
   datapathE    #(WIDTH, REGBITS) 
               dp(clk, reset, memdata, alusrca, memtoreg, iord, pcen,
                  regwrite, regdst, pcsource, alusrcb, irwrite, alucont,
                  zero, instr, adr, writedata,VC, SI1,VI1, SC,VMemr,SMeml,
                  VMeml,SMemr);  
endmodule
module controllerE(input clk, reset, 
                  input      [5:0] op, 
                  input            zero, 
                  output reg       memread, memwrite, alusrca, memtoreg, iord, 
                  output           pcen, 
                  output reg       regwrite, regdst, 
                  output reg [1:0] pcsource, alusrcb, aluop, 
                  output reg [3:0] irwrite,
		            input VI1,SC, output VC,SI1);
   parameter   FETCH1  =  4'b0000;  
   parameter   FETCH2  =  4'b0010;
   parameter   FETCH3  =  4'b0011;
   parameter   FETCH4  =  4'b0100;
   parameter   DECODE  =  4'b0101;
   parameter   MEMADR  =  4'b0110;
   parameter   LBRD    =  4'b0111;
   parameter   LBWR    =  4'b1000;
   parameter   SBWR    =  4'b1001;
   parameter   RTYPEEX =  4'b1010;
   parameter   RTYPEWR =  4'b1011;
   parameter   BEQEX   =  4'b1100;
   parameter   JEX     =  4'b1101;
   parameter   LB      =  6'b100000;
   parameter   SB      =  6'b101000;
   parameter   RTYPE   =  6'b0;
   parameter   BEQ     =  6'b000100;
   parameter   J       =  6'b000010;
   reg [3:0] nextstate;
   wire [3:0] state;
   reg       pcwrite, pcwritecond;
EBR_4  EBRC (clk,reset,nextstate,VCI1,SCint,state ,VCint,SCI1);
EFork2 FCint(clk,reset,VCint,SCint1,SC, VCint1,VC,SCint);
Join2 JCI1(VCint1,VI1,SCI1, VCI1,SCint1,SI1);
   always @(*)
      begin
         case(state)
            FETCH1:  nextstate <= FETCH2;
            FETCH2:  nextstate <= FETCH3;
            FETCH3:  nextstate <= FETCH4;
            FETCH4:  nextstate <= DECODE;
            DECODE:  case(op)
                        LB:      nextstate <= MEMADR;
                        SB:      nextstate <= MEMADR;
                        RTYPE:   nextstate <= RTYPEEX;
                        BEQ:     nextstate <= BEQEX;
                        J:       nextstate <= JEX;
                        default: nextstate <= FETCH1;  
                     endcase
            MEMADR:  case(op)
                        LB:      nextstate <= LBRD;
                        SB:      nextstate <= SBWR;
                        default: nextstate <= FETCH1;  
                     endcase
            LBRD:    nextstate <= LBWR;
            LBWR:    nextstate <= FETCH1;
            SBWR:    nextstate <= FETCH1;
            RTYPEEX: nextstate <= RTYPEWR;
            RTYPEWR: nextstate <= FETCH1;
            BEQEX:   nextstate <= FETCH1;
            JEX:     nextstate <= FETCH1;
            default: nextstate <= FETCH1;  
         endcase
      end
   always @(*)
      begin
            irwrite <= 4'b0000;
            pcwrite <= 0; pcwritecond <= 0;
            regwrite <= 0; regdst <= 0;
            memread <= 0; memwrite <= 0;
            alusrca <= 0; alusrcb <= 2'b00; aluop <= 2'b00;
            pcsource <= 2'b00;
            iord <= 0; memtoreg <= 0;
            case(state)
               FETCH1: 
                  begin
                     memread <= 1; 
                     irwrite <= 4'b1000; 
                     alusrcb <= 2'b01; 
                     pcwrite <= 1;
                  end
               FETCH2: 
                  begin
                     memread <= 1;
                     irwrite <= 4'b0100;
                     alusrcb <= 2'b01;
                     pcwrite <= 1;
                  end
               FETCH3:
                  begin
                     memread <= 1;
                     irwrite <= 4'b0010;
                     alusrcb <= 2'b01;
                     pcwrite <= 1;
                  end
               FETCH4:
                  begin
                     memread <= 1;
                     irwrite <= 4'b0001;
                     alusrcb <= 2'b01;
                     pcwrite <= 1;
                  end
               DECODE: alusrcb <= 2'b11;
               MEMADR:
                  begin
                     alusrca <= 1;
                     alusrcb <= 2'b10;
                  end
               LBRD:
                  begin
                     memread <= 1;
                     iord    <= 1;
                  end
               LBWR:
                  begin
                     regwrite <= 1;
                     memtoreg <= 1;
                  end
               SBWR:
                  begin
                     memwrite <= 1;
                     iord     <= 1;
                  end
               RTYPEEX: 
                  begin
                     alusrca <= 1;
                     aluop   <= 2'b10;
                  end
               RTYPEWR:
                  begin
                     regdst   <= 1;
                     regwrite <= 1;
                  end
               BEQEX:
                  begin
                     alusrca     <= 1;
                     aluop       <= 2'b01;
                     pcwritecond <= 1;
                     pcsource    <= 2'b01;
                  end
               JEX:
                  begin
                     pcwrite  <= 1;
                     pcsource <= 2'b10;
                  end
         endcase
      end
   assign pcen = pcwrite | (pcwritecond & zero);  
endmodule
module alucontrol(input      [1:0] aluop, 
                  input      [5:0] funct, 
                  output reg [2:0] alucont);
   always @(*)
      case(aluop)
         2'b00: alucont <= 3'b010;   
         2'b01: alucont <= 3'b110;   
         default: case(funct)        
                     6'b100000: alucont <= 3'b010;  
                     6'b100010: alucont <= 3'b110;  
                     6'b100100: alucont <= 3'b000;  
                     6'b100101: alucont <= 3'b001;  
                     6'b101010: alucont <= 3'b111;  
                     default:   alucont <= 3'b101;  
                  endcase
      endcase
endmodule
module datapathE #(parameter WIDTH = 8, REGBITS = 3)
                 (input              clk, reset, 
                  input  [WIDTH-1:0] memdata, 
                  input              alusrca, memtoreg, iord, pcen, regwrite, regdst,
                  input  [1:0]       pcsource, alusrcb, 
                  input  [3:0]       irwrite, 
                  input  [2:0]       alucont, 
                  output             zero, 
                  output [31:0]      instr, 
                  output [WIDTH-1:0] adr, writedata,
                  input VC, SI1,
                  output VI1, SC,
                  input VX,SY,
                  output VY,SX);
   parameter CONST_ZERO = 8'b0;
   parameter CONST_ONE =  8'b1;
   wire [REGBITS-1:0] ra1, ra2, wa;
   wire [WIDTH-1:0]   pc, nextpc, md, rd1, rd2, wd, a, src1, src2, aluresult,
                          aluout, constx4;
   assign constx4 = {instr[WIDTH-3:0],2'b00};
   assign ra1 = instr[REGBITS+20:21];
   assign ra2 = instr[REGBITS+15:16];
   mux2       #(REGBITS) regmux(instr[REGBITS+15:16], instr[REGBITS+10:11], regdst, wa);
wire VRFWrite;  
EBREn_8 EBREnI4 (clk,reset,irwrite[0],memdata[7:0],VCX4,SI4,instr[7:0],VI4,SCX4);
EBREn_8 EBREnI3 (clk,reset,irwrite[1],memdata[7:0],VCX3,SI3,instr[15:8],VI3,SCX3);
EBREn_8 EBREnI2 (clk,reset,irwrite[2],memdata[7:0],VCX2,SI2,instr[23:16],VI2,SCX2);
EBREn_8 EBREnI1 (clk,reset,irwrite[3],memdata[7:0],VCX1,SI1,instr[31:24],VI1,SCX1);
EBREn_8 EBREnP(clk,reset,pcen,nextpc,VABCI4LP,SP, pc, VP,SABCI4LP);
EB_8  EBM (clk,reset,memdata,VX2,SM, md,VM,SX2);
EB_8  EBA (clk,reset,rd1,VCI2I3LM1,SA,a,VA,SCI2I3LM1);
EB_8  EBB (clk,reset,rd2,VCI2I3LM2,SB,writedata,VB,SCI2I3LM2);
EB_8  EBL (clk,reset,aluresult,VABCI4P2,SL,aluout,VL,SABCI4P2);
EFork4 FC(clk,reset,VC,SC1,SC2,SC3,SC4,VC1,VC2,VC3,VC4,SC);
Join2 JCX(VC3,VX1,SCX, VCX,SC3,SX1);
EFork4 FCX(clk,reset,VCX,SCX1,SCX2,SCX3,SCX4,VCX1,VCX2,VCX3,VCX4,SCX);
EFork2 FX(clk,reset,VX,SX1,SX2, VX1,VX2,SX);
Join5 JABCI4P(VA,VB1,VC1,VI4,VP1, SABCI4P, VABCI4P,SA,SB1,SC1,SI4,SP1);
EFork2 FABCI4P(clk,reset,VABCI4P,SABCI4P1,SABCI4P2, VABCI4P1,VABCI4P2,SABCI4P);
Join2 JABCI4LP(VABCI4P1,VL1,SABCI4LP, VABCI4LP,SABCI4P1,SL1);
EFork3 FL(clk,reset,VL,SL1,SL2,SL3,VL1,VL2,VL3,SL);
Join5 JCI2I3LM(VC2,VI2,VI3,VL2,VM,SCI2I3LM,  VCI2I3LM,SC2,SI2,SI3,SL2,SM);
assign VRFWrite=VCI2I3LM;
EFork2 FCI2I3LM(clk,reset,VCI2I3LM,SCI2I3LM1,SCI2I3LM2,VCI2I3LM1, VCI2I3LM2,SCI2I3LM);
Join4 JBCLP(VB2,VC4,VL3,VP2,SY, VY,SB2,SC4,SL3,SP2);
EFork2 FP(clk,reset,VP,SP1,SP2,VP1,VP2,SP);
EFork2 FB(clk,reset,VB,SB1,SB2,VB1,VB2,SB);
   mux2       #(WIDTH)  adrmux(pc, aluout, iord, adr);
   mux2       #(WIDTH)  src1mux(pc, a, alusrca, src1);
   mux4       #(WIDTH)  src2mux(writedata, CONST_ONE, instr[WIDTH-1:0], 
                                constx4, alusrcb, src2);
   mux4       #(WIDTH)  pcmux(aluresult, aluout, constx4, CONST_ZERO, pcsource, nextpc);
   mux2       #(WIDTH)  wdmux(aluout, md, memtoreg, wd);
   regfileE    #(WIDTH,REGBITS) rfE(clk, regwrite, ra1, ra2, wa, wd, rd1, rd2, VRFWrite);
   alu        #(WIDTH) alunit(src1, src2, alucont, aluresult);
   zerodetect #(WIDTH) zd(aluresult, zero);
endmodule
module alu #(parameter WIDTH = 8)
            (input      [WIDTH-1:0] a, b, 
             input      [2:0]       alucont, 
             output reg [WIDTH-1:0] result);
   wire     [WIDTH-1:0] b2, sum, slt;
   assign b2 = alucont[2] ? ~b:b; 
   assign sum = a + b2 + alucont[2];
   assign slt = sum[WIDTH-1];
   always@(*)
      case(alucont[1:0])
         2'b00: result <= a & b;
         2'b01: result <= a | b;
         2'b10: result <= sum;
         2'b11: result <= slt;
      endcase
endmodule
module regfileE #(parameter WIDTH = 8, REGBITS = 3)
                (input                clk, 
                 input                regwrite, 
                 input  [REGBITS-1:0] ra1, ra2, wa, 
                 input  [WIDTH-1:0]   wd, 
                 output [WIDTH-1:0]   rd1, rd2,
                 input VRFWrite);
   reg  [WIDTH-1:0] RAM [(1<<REGBITS)-1:0];
   always @(posedge clk)
      if (regwrite & VRFWrite) RAM[wa] <= wd;	
   assign rd1 = ra1 ? RAM[ra1] : 0;
   assign rd2 = ra2 ? RAM[ra2] : 0;
endmodule
module zerodetect #(parameter WIDTH = 8)
                   (input [WIDTH-1:0] a, 
                    output            y);
   assign y = (a==0);
endmodule	
module flop #(parameter WIDTH = 8)
             (input                  clk, 
              input      [WIDTH-1:0] d, 
              output reg [WIDTH-1:0] q);
   always @(posedge clk)
      q <= d;
endmodule
module flopen #(parameter WIDTH = 8)
               (input                  clk, en,
                input      [WIDTH-1:0] d, 
                output reg [WIDTH-1:0] q);
   always @(posedge clk)
      if (en) q <= d;
endmodule
module flopenr #(parameter WIDTH = 8)
                (input                  clk, reset, en,
                 input      [WIDTH-1:0] d, 
                 output reg [WIDTH-1:0] q);
   always @(posedge clk)
      if      (reset) q <= 0;
      else if (en)    q <= d;
endmodule
module mux2 #(parameter WIDTH = 8)
             (input  [WIDTH-1:0] d0, d1, 
              input              s, 
              output [WIDTH-1:0] y);
   assign y = s ? d1 : d0; 
endmodule
module mux4 #(parameter WIDTH = 8)
             (input      [WIDTH-1:0] d0, d1, d2, d3,
              input      [1:0]       s, 
              output reg [WIDTH-1:0] y);
   always @(*)
      case(s)
         2'b00: y <= d0;
         2'b01: y <= d1;
         2'b10: y <= d2;
         2'b11: y <= d3;
      endcase
endmodule
[/design/flow/run.sh]
#!/bin/bash
# OpenROAD 26Q1-2900-gdf79404cd8, Yosys 0.63+post, stock flow scripts
make -C /OpenROAD-flow-scripts/flow DESIGN_CONFIG=/design/flow/config.mk WORK_HOME=/design/flow/orfs finish
[/design/flow/config.mk]
export PLATFORM = sky130hd
export DESIGN_NAME = alu
export DESIGN_NICKNAME = alu
export VERILOG_FILES = /design/flow/design.v
export SDC_FILE = /design/flow/constraint.sdc
export NUM_CORES = 4
export LEC_CHECK = 1
export CORE_AREA = 10 10 70 70
export DIE_AREA = 0 0 80 80
[/design/flow/constraint.sdc]
current_design alu

set clk_period 6.2
set clk_io_pct 0.2

create_clock -name clk0 -period $clk_period

set non_clock_inputs [all_inputs -no_clocks]
set_input_delay [expr $clk_period * $clk_io_pct] -clock clk0 $non_clock_inputs
set_output_delay [expr $clk_period * $clk_io_pct] -clock clk0 [all_outputs]
==> run notes <==
impl run done, here's what came out: status=finished, final reports clean, Slew @ Worst Pin=just over 0.4 ns, Hold Vio Cnt, Final=0, AO/OA Area Share=34.7%, Setup Total Neg Slack=0 ns, Via Count=~590, height of the die=roughly 80 µm, crit-path cells=clkdlybuf4s50_1 > xor2_1 > fa_1 > a21o_1 > a21oi_1 > o211ai_1 > xnor2_1 > o32ai_1 > clkdlybuf4s50_1, Core Area=about 3400 µm², die width=roughly 80 µm, XOR-XNOR Cells, Area Fraction=between 20% and 30%, PnR Total Power=between 0.08 and 0.09 mW, Starting Density=between 10% and 20%, mux frac, synth=1.87%, total I/O pin count=27, Slew Limit Headroom=slightly above 70%, Syn Std Cell Area=534 µm², initial antenna violation count=0, Initial DRC Count=10, pin count of the biggest net entering global routing=12, CP Capture Type=primary output, Max VDD drop=~23 µV, Tcrit/Tclk final=a little over four fifths, Yosys Instances=75, drt total wl=between 1500 and 2000 µm, synthesized area per cell=between 7 and 8 µm², antenna viol nets, final=0, CP required=slightly below 5 ns, post-synth cell types=24, yosys synthesis chip area=around 530 µm², Residual DRC=0, Pleak=about 0.33 nW, Commonest Layout Cell=clkdlybuf4s50_1, number of port buffers=27, RSZ-0062 raised after global routing=false, startpoint types=input pin, final setup vio count=0, fin. max-slew vios=0, Crit path top cell by count=clkdlybuf4s50_1, RD Place Congestion=around 0.9, Fill cells=396, hold-fix buffers at CTS=0, GRT overflow=0, Antenna diodes=0, Hold/Removal Path Class=input pin to primary output, FP Rows=21, MaxCap Viol Count=0, first-pass GRT wire length=2730 µm, FFs & Latches=0, Adder-Cell Fraction of Synth Area=20.1%, layout cells sized above 1=1.02%, CP Max Fanout=8, Area Overhead vs Synth=57.8%, post-route minimum period=between 5 and 6 ns, Slowest-stage cell, CP=clkdlybuf4s50_1, Pwr Density=103 nW/µm², CP Class=input pin to primary output, Die Size=between 6000 and 7000 µm², drt first pass iters=4, Simple Share, Synth=between 10 and 15%, OpenROAD warning count=33, Storage cell area=0 µm², vias in the first global route=just under 600, Wirelength per Cell=~12 µm, Largest logic family=AND-OR/OR-AND gates, most frequent cells in the layout=clkdlybuf4s50_1 (27), a21oi_1 (10), xor2_1 (8), Resize count post-CTS=0, max incr delay on CP=roughly 0.72 ns, DR vias/cell=4.12, Post-synth seq share=0%, Mapped Cells=75, total track usage=5.11%, synth warn=1, Clock buffer cells=0, post-DP HPWL=~1400 µm, setup bufs post-CTS=0, Max Freq=roughly 190 MHz, Arr. time, crit path=between 4 and 5 ns
## cells in the mapped netlist, drive strengths merged
cell type	n	area share (%)
a21o	2	2.8
a21oi	10	9.4
a221o	1	1.9
a31oi	1	1.2
and2	2	2.8
buf	1	1.4
clkbuf	3	2.1
fa	1	3.7
ha	7	16
inv	4	2.8
mux2i	1	1.9
nand2	5	3.5
nand2b	1	1.2
nor2	4	2.8
nor3	1	0.94
nor3b	2	2.8
o211ai	1	1.4
o21a	5	7.0
o21ai	2	1.9
o22ai	5	5.9
o32ai	2	3.3
xnor2	6	9.8
xor2	8	13
## path summary, 6_finish.rpt
kind / end / cells after the start / slack (ns) / from
max: result[6] / 9 / 0.95 / alucont[2]
min: result[6] / 4 / 3.53 / a[6]
## worst max-delay path, delay by kind of cell
family | cells | cell delay, ns
AND-OR/OR-AND | 4 | 0.71
buffers and inverters | 2 | 1.25
XOR/XNOR | 2 | 0.34
adder cells (fa/ha/maj) | 1 | 0.46
## area by class of cell
class	count	area (µm²)	share of cell area, %
multi-input cells	67	500	59.3
repair buffers	27	270	32.0
well taps	46	57.6	6.82
inverters	4	15.0	1.78
## routing by layer
| metal | GRT usage (%) | vias to the layer above | wire [µm] |
|---|---|---|---|
| met5 | 0 | - | 0 |
| met4 | 0 | 0 | 0 |
| met3 | 2.05 | 0 | 170 |
| met2 | 8.51 | 14 | 792 |
| met1 | 6.42 | 258 | 725 |
| li1 | - | 321 | - |
## stage by stage
step / hold WS (ns) / area, µm² / setup slack, ns / utilization (%) / instances
floorplan: 2.58 / 534 / 2.23 / - / 75
global placement: 3.54 / 843 / 0.967 / 24.7 / 144
detailed placement: 3.54 / 843 / 0.966 / 24.7 / 144
CTS: 3.55 / 843 / 0.946 / 24.7 / 144
global route: 3.61 / 843 / 0.791 / 24.7 / 144
finish: 3.53 / 843 / 0.949 / 24.7 / 144
## where the power goes
part	switching [mW]	leakage, nW	internal (mW)	total, mW
Sequential	0	0	0	0
Combinational	0.0362	0.328	0.0502	0.0864
Clock	0	0	0	0
## cells by family after synthesis
family | count (synthesis)
compound gates | 29
xor+xnor | 14
fa+ha+maj | 8
buf+inv | 8
mux | 1
simple gates | 15
Power figures rest on the tool's default switching activity, not on a simulated workload.
