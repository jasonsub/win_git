==> flow/design.v <==
module poly(I1,I2,I3,I4,I5,I6,O1);
  input  [11:0] I1;
  input  [11:0] I2;
  input  [11:0] I3;
  input [21:0] I4;
  input [21:0] I5;
  input [21:0] I6;
  output O1;
  wire [23:0] var_16 = {2'b00,I4};
  wire [23:0] var_17 = {2'b00,I5};
  wire [23:0] var_18 = {2'b00,I6};
  wire [13:0] var_12 = {2'b00,I1};
  wire [13:0] var_13 = {2'b00,I2};
  wire [13:0] var_14 = {2'b00,I3};
  wire [28:0] var_10 = {27'b000000000000000000000000000,2'b01};
  wire [23:0] var_19 = ((var_16 + var_17) + var_18);
  wire [27:0] var_15 = {14'b00000000000000,((var_12 + var_13) + var_14)};
  wire [28:0] var_11 = {15'b000000000000000,((14'b00000000000001 * var_14) + ((14'b00000000000001 * var_13) + ((14'b00000000000001 * var_12) + 14'b00000000000000)))};
  wire [26:0] tmp_0 = {3'b000,((24'b000000000000000000000001 * var_18) + ((24'b000000000000000000000001 * var_17) + ((24'b000000000000000000000001 * var_16) + 24'b000000000000000000000000)))};
  wire [26:0] tmp_1 = {25'b0000000000000000000000000,2'b11};
  wire tmp_2 = (tmp_0 < tmp_1);
  wire [28:0] tmp_3 = (((-{2'b00,tmp_2}) * var_10) + (((-{7'b0000000,I4}) * var_10) + (((-{7'b0000000,I5}) * var_10) + (((-{7'b0000000,I6}) * var_10) + ((var_11 * var_11) + 29'b00000000000000000000000000000)))));
  wire [27:0] tmp_4 = (var_15 * var_15);
  wire [27:0] tmp_5 = ({{{{1'b0,var_19},1'b0},1'b0},1'b0} + {{{{1'b0,1'b0},1'b0},1'b0},var_19});
  wire tmp_6 = (tmp_4 < tmp_5);
  wire lhs1 = ((tmp_3[28:28]) == (1'b1));
  wire rhs1 = tmp_6;
  assign O1 = (lhs1 == rhs1);
endmodule
==> flow/run.sh <==
#!/bin/bash
# OpenROAD 26Q1-2900-gdf79404cd8, Yosys 0.63+post, stock flow scripts
make -C /OpenROAD-flow-scripts/flow DESIGN_CONFIG=/design/flow/config.mk WORK_HOME=/design/flow/orfs finish
==> flow/config.mk <==
export PLATFORM = sky130hd
export DESIGN_NAME = poly
export DESIGN_NICKNAME = poly
export VERILOG_FILES = /design/flow/design.v
export SDC_FILE = /design/flow/constraint.sdc
export NUM_CORES = 4
export LEC_CHECK = 1
export CORE_UTILIZATION = 40
==> flow/constraint.sdc <==
current_design poly

set clk_period 22.2
set clk_io_pct 0.2

create_clock -name clk0 -period $clk_period

set non_clock_inputs [all_inputs -no_clocks]
set_input_delay [expr $clk_period * $clk_io_pct] -clock clk0 $non_clock_inputs
set_output_delay [expr $clk_period * $clk_io_pct] -clock clk0 [all_outputs]
==> qor.csv <==
stage;metric;value;unit
outcome;status;finished, final reports clean;
detailed_routing;antenna_left;0;
floorplan;core;0.0391;mm²
worst_hold_path;hold_path_class;in -> out;
global_routing;grt_first_pass_wirelength;61700;µm
floorplan;chipHeight;202;µm
logic_synthesis;synth_seq_share;0;%
timing;grt_setup_unrepaired;false;
floorplan;die-area;0.0409;mm²
timing;setup_viol;0;
placement;hpwl;32900;µm
setup_path;startpoint_type;input port;
placement;place_area;0.0177;mm²
detailed_routing;dr.first_iter.drc_count;389;
detailed_routing;num_vias;11600;
setup_path;crit_required;17.76;ns
floorplan;num_rows;72;
finish;syn_to_final_growth;10.7;%
finish;final_util;45.4;%
finish;fill_cells;3770;
setup_path;path_class;in -> out;
global_routing;first_global_vias;12500;
global_routing;grt_max_degree;20;
detailed_routing;drt-total-wl;35300;µm
global_routing;grt_util_all_layers;19.8;%
timing;max_freq;49.4;MHz
finish;fin_area;0.0177;mm²
setup_path;cp_max_fo;13;
timing;final-hold-violation-count;0;
global_routing;grt-ovfl-total;0;
timing;setup-tns-final;0;ns
job;drv_cap;0;
floorplan;io_pins;103;
detailed_routing;drc;0;
global_routing;grt_antenna_before_repair;0;
finish;flop_area;0;µm²
setup_path;cp-end-kind;primary output;
timing;drv_slew;0;
logic_synthesis;synth.avg_cell_area;8.78;µm²
placement;port_buffers;103;
finish;drive_gt1_share;1.56;%
setup_path;slowest_delay;0.76;ns
clock_tree;cts_setup_buffers;0;
worst_hold_path;min_to;O1;
finish;flops;0;
logic_synthesis;synth_cells;1826;
logic_synthesis;yosys_warnings;0;
setup_path;cp_data_arrival_time;15.81;ns
detailed_routing;viasPerCell;4.75;
placement;gp_congestion;0.924;
floorplan;die_w;202;µm
finish;clock_buffers;0;
timing;min_period;20.25;ns
timing;hold_slack;10.91;ns
detailed_routing;num_antenna_cells;0;
logic_synthesis;ys_area;0.0160;mm²
clock_tree;postCtsHoldBufs;0;
detailed_routing;wl_per_cell;14.5;µm
logic_synthesis;ys_types;62;
timing;relSlewSlack;46.2;%
worst_hold_path;hold_start;I3[11];
clock_tree;ctsResizeCount;0;
detailed_routing;drtPass1Iterations;5;
worst_hold_path;min_path_cells;10;
timing;worst_slew_pin_slew;0.797;ns
floorplan;floorplan.core_util;41.0;%
setup_path;slowest_stage;a2111oi_0;
job;warnings;50;
setup_path;cp_common_cell;fa_1;
timing;finalClockPeriodUsage;91.2;%
logic_synthesis;netlist_area;0.0160;mm²
logic_synthesis;ys_cells;1826;
finish;logic_area;0.0138;mm²
==> cell usage in the layout, fill, tap and decap left out, types with 5 or more instances in the layout <==
cell type        netlist  final
o21bai_1              11     11
o211ai_1               7      7
nor2_1                83     83
inv_1                569    569
nand2b_1              21     21
xor2_1                20     20
nand4_1                8      8
nor3_1                16     16
a21o_1                25     25
a211oi_1              16     16
nand2_1              115    115
a21oi_1               71     71
or2_2                  6      6
and2_1                13     13
and3_1                 9      9
nand3_1               10     10
o21a_1                11     11
xnor2_1               57     57
a2111oi_0              5      5
nor2b_1                7      7
fa_1                 336    336
o21ai_0               47     47
clkdlybuf4s50_1        0    103
a31oi_1                6      6
ha_1                 272    272
buf_4                  0     15
==> worst max path at each step <==
stage                 startpoint  to  slack, ns  depth (start not counted)
final                      I1[1]  O1       1.95                         42
after global routing       I1[1]  O1       1.13                         42
after CTS                  I1[1]  O1       1.86                         45
==> synth_stat cells, types with 16 or more instances <==
cell      count  area, µm²
inv_1       569       2140
a211oi_1     16        120
o21ai_0      47        235
clkbuf_1     21       78.8
nor3_1       16       80.1
xor2_1       20        175
a21o_1       25        188
fa_1        336       6730
nand2b_1     21        131
xnor2_1      57        499
nand2_1     115        432
ha_1        272       3400
a21oi_1      71        355
nor2_1       83        312
==> kinds of logic after synthesis <==
kind of cell | share of synthesized area [%]
adder cells (fa/ha/maj) | 63.2
buffers and inverters | 13.9
AND/OR/NAND/NOR | 9.08
AND-OR/OR-AND | 9.43
XOR/XNOR | 4.21
multiplexers | 0.187
other | 0.0234
==> stage by stage <==
stage | setup WS [ns] | cells
floorplan | 4.27 | 1826
global placement | 2.03 | 2440
detailed placement | 1.92 | 2440
CTS | 1.86 | 2440
global route | 1.13 | 2440
finish | 1.95 | 2440
==> worst max-delay path, delay by kind of cell <==
family                     cells  cell delay [ns]
xor gates and xnor gates       4             0.63
adders and majority gates     11             4.98
AOI/OAI and AO/OA             12             2.87
and+or+nand+nor                5             0.90
buffers and inverters         10             1.96
==> layout make-up <==
type	instances	area share, %
inverters	571	12.1
multi-input cells	1233	77.8
well taps	518	3.65
repair buffers	118	6.45
==> metal layers <==
layer,track usage [%],part of all wire (%),vias up
li1,-,-,5778
met1,29.1,45,5573
met2,32.5,48,221
met3,4.23,6.1,24
met4,1.53,0.95,0
met5,0.119,0,-
